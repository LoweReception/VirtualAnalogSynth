### flow/config.mk
export PLATFORM = sky130hd
export DESIGN_NAME = Synth_clk
export DESIGN_NICKNAME = Synth_clk
export VERILOG_FILES = /design/flow/design.v
export SDC_FILE = /design/flow/constraint.sdc
export NUM_CORES = 4
export LEC_CHECK = 1
export CORE_AREA = 10 10 71 71
export DIE_AREA = 0 0 81 81
### flow/constraint.sdc
current_design Synth_clk

set clk_period 1.7
set clk_io_pct 0.2

create_clock -name clk0 -period $clk_period [get_ports {Sys_clk}]

set non_clock_inputs [all_inputs -no_clocks]
set_input_delay [expr $clk_period * $clk_io_pct] -clock clk0 $non_clock_inputs
set_output_delay [expr $clk_period * $clk_io_pct] -clock clk0 [all_outputs]
### flow/design.v
`timescale 1ns / 1ps
`default_nettype wire
module Synth_clk(
    input Sys_clk,				 
	 input Syn_ce,					 
	 input Syn_rst,				 
    output Syn_clk				 
    );
	 reg state = 0;				 
	 reg [7:0] cnt = 0;			 
	 always @(posedge Sys_clk) begin		 
		 if (! Syn_ce) begin					 
			state <= state;
			cnt <= cnt;
		 end
		 else if (Syn_rst) begin			 
			 state <= 0;			
			 cnt <= 0;
		 end
		 else begin								 
			 if (cnt < 50 - 1) begin
			 	cnt <= cnt + 1;
			 end
			 else begin							 
				state <= ~state;
				cnt <= 0;
			 end 									 
		 end 										 
	 end											 
	 assign Syn_clk = state;
endmodule
### flow/run.sh
#!/bin/bash
# OpenROAD 26Q1-2900-gdf79404cd8, Yosys 0.63+post, stock flow scripts
make -C /OpenROAD-flow-scripts/flow DESIGN_CONFIG=/design/flow/config.mk WORK_HOME=/design/flow/orfs finish
==> flow_metrics.env <==
# yosys + openroad results
export IMPL_avgViaCountPerCell=2.77
export IMPL_yosys_area_sq_um=435
export IMPL_cts_root_buf="clkbuf_8"
export IMPL_syn_inst=33
export IMPL_antenna_found_initial=0
export IMPL_cp_arrival_ps=1380
export IMPL_p_leak_nw=0.207
export IMPL_ir_drop_v=0.000275
export IMPL_layout_area_seq_sq_um=270
export IMPL_hold_buffers=0
export IMPL_clock_skew_final_ps=0.414
export IMPL_grt_first_pass_wirelength_microns=883
export IMPL_grt_ovfl_total=0
export IMPL_max_clock_freq_ghz=0.698
export IMPL_start_kind="register"
export IMPL_finalCriticalPeriod_ps=1430
export IMPL_clockBufferDepth=2
export IMPL_synth_seq_share=0.621
export IMPL_synth_stat_cells=33
export IMPL_cts_setup_buffers=0
export IMPL_antenna_cells=0
export IMPL_synth_area_top_cells="edfxtp_1 62%, nor2_1 6.0%, ha_1 5.7%"
export IMPL_crit_fanout=7
export IMPL_crit_type="reg2reg"
export IMPL_die_area_sq_um=6560
export IMPL_core_util_floorplan=0.120
export IMPL_slew_viol_final=0
export IMPL_yosys_cell_types_count=15
export IMPL_rsz0062_at_grt="no"
export IMPL_post_synth_top_area_cell="edfxtp_1"
export IMPL_setup_ws_ps=267
export IMPL_clk_latency_ps=230
export IMPL_drive_above_1_share=0.190
export IMPL_clock_sinks=9
export IMPL_final_comb_area_sq_um=158
export IMPL_n_fill_cell=403
export IMPL_drc=0
export IMPL_yosysWarnings=1
export IMPL_drt_iter0_drc=6
export IMPL_setup_violations=0
export IMPL_cpPeakStageDelay_ps=390
export IMPL_finalHoldViolCount=0
export IMPL_min_period_over_period=0.843
export IMPL_dr_pass1_iters=2
export IMPL_cts_tree="built"
export IMPL_power_density_nw_per_um2=940
export IMPL_syn2layout_area_growth_pct=33.9
export IMPL_detail_route_wirelength_microns=575
export IMPL_switching_share=0.198
export IMPL_min_path_type="reg2reg"
export IMPL_warnings=26
export IMPL_grt_max_degree=8
export IMPL_vias=249
export IMPL_core_sq_um=3630
export IMPL_placementRows=22
export IMPL_clkPwrFrac=0.439
export IMPL_synth_flops=9
export IMPL_numCtsBuffers=3
export IMPL_post_place_ws_ps=219
export IMPL_detail_route_antenna_nets=0
export IMPL_drv_cap=0
export IMPL_syn_cell_area_sq_um=435
export IMPL_crit_path_end_kind="register"
export IMPL_die_h_microns=81
export IMPL_top_area_frac=0.621
export IMPL_dieWidth_microns=81
export IMPL_status="completed"
export IMPL_internal_power_w=0.000439
export IMPL_routabilityCongestion=0.813
export IMPL_setup_tns_ps=0
export IMPL_clk_pin_slew_ps=40
export IMPL_syn_avg_cell_area_sq_um=13.2
export IMPL_pwr_share_comb=0.067
export IMPL_path_delay_family="flip-flops"
export IMPL_wl_per_cell_microns=6.39
export IMPL_grt_pass1_vias=234
export IMPL_pin_count=4
export IMPL_crit_required_ps=1650
export IMPL_cts_resized=0
export IMPL_grt_usage=0.0174
export IMPL_htree_levels=1
export IMPL_dp_cells=86
export IMPL_fin_cells=90
export IMPL_slowest_stage="edfxtp_1"
export IMPL_switchingPower_w=0.000108
export IMPL_seqPwrFrac=0.493
export IMPL_crit_chain="inv_1, ha_1, nor3b_2, o21ai_4, and2_1"
export IMPL_critical_path_buf_inv_count=1
export IMPL_place_port_buffers=3
## path summary, 6_finish.rpt
check / from / end / slack [ps] / depth (start not counted)
setup / recovery: cnt[0] / state / 270 / 5
setup reg to reg: cnt[0] / state / 270 / 5
hold reg to reg: state / state / 550 / 1
hold / removal: state / state / 550 / 1
## power by group through the flow
stage,registers [W],logic [W],clock network [W]
CTS,0.000270,0.0000379,0.000248
global route,0.000271,0.0000417,0.000262
finish,0.000270,0.0000369,0.000241
## per-stage QoR
step	cell area, sq um	total power [W]	hold slack (ps)	util
floorplan	439	0.000293	452	-
global route	583	0.000575	561	0.160
CTS	583	0.000557	551	0.160
finish	583	0.000548	548	0.160
global placement	537	0.000311	538	0.148
detailed placement	537	0.000312	544	0.148
## flip-flops by register name (all words and copies together), names as in the netlist
name / count
state: 1
cnt: 8
## layout by cell type (no fill, tap or decap)
master	synthesis	layout
a31oi_1	1	1
and2_1	1	1
and3_1	1	1
buf_4	0	1
clkbuf_8	0	3
clkdlybuf4s50_1	0	3
clkinv_2	0	1
conb_1	1	2
edfxtp_1	9	9
ha_1	2	2
inv_1	3	3
nand2_1	1	1
nand3_1	1	1
nor2_1	7	7
nor3_4	1	1
nor3b_2	1	1
o21ai_4	1	1
xnor2_1	2	2
xor2_1	1	1
## synthesized netlist by cell type (all sizes together)
cell    instances
nand3           1
nor3b           1
nand2           1
nor3            1
xnor2           2
nor2            7
xor2            1
o21ai           1
conb            1
inv             3
and2            1
edfxtp          9
a31oi           1
and3            1
ha              2
## kinds of logic (layout without fill, tap and decap cells)
| kind of cell | count (synthesis) | in the layout | share of synthesized area |
|---|---|---|---|
| flops | 9 | 9 | 0.621 |
| xor+xnor | 3 | 3 | 0.0604 |
| other cells | 1 | 2 | 0.00861 |
| buf+inv | 3 | 11 | 0.0259 |
| compound gates | 2 | 2 | 0.0517 |
| fa+ha+maj | 2 | 2 | 0.0575 |
| simple gates | 13 | 13 | 0.175 |
## worst register-to-register path: stages (launching register included)
cell and delay [ps]:
edfxtp_1 390, inv_1 60, ha_1 190, nor3b_2 170, o21ai_4 190, and2_1 160
## layer usage
layer | wire [microns] | GRT usage | vias to the layer above
met2 | 214 | 0.0215 | 10
met3 | 63 | 0.0178 | 4
li1 | - | - | 128
met4 | 36 | 0.0104 | 0
met1 | 261 | 0.0179 | 107
met5 | 0 | 0 | -
## layout make-up
type	count	area share
timing repair buffer	4	0.0644
multi-input combinational	22	0.270
sequential	9	0.464
clock inverter	1	0.00858
inverter	3	0.0193
clock buffer	3	0.0708
tap	48	0.103
No activity file was given, so power comes from the tool's default toggle rates.
